===== run.sh =====
#!/bin/bash
# OpenROAD 26Q1-2900-gdf79404cd8, Yosys 0.63+post, stock flow scripts
make -C /OpenROAD-flow-scripts/flow DESIGN_CONFIG=/design/flow/config.mk WORK_HOME=/design/flow/orfs finish

===== config.mk =====
export PLATFORM = sky130hd
export DESIGN_NAME = blink
export DESIGN_NICKNAME = blink
export VERILOG_FILES = /design/flow/design.v
export SDC_FILE = /design/flow/constraint.sdc
export NUM_CORES = 4
export LEC_CHECK = 1
export CORE_AREA = 10 10 91 91
export DIE_AREA = 0 0 101 101

===== design.v =====
`timescale 1ns / 1ps
module blink(
    input clk,
    output blink
    );
  reg pulse = 1'b0; 
  reg [26:0] counter = 26'b0;
  always @(posedge clk) begin
		if(counter == 49999999)
			begin
			counter <= 0; 
			pulse = !pulse;
			end
		else
			counter <= counter + 1;
  end
  assign blink = pulse;
endmodule

===== constraint.sdc =====
current_design blink

set clk_period 3.2
set clk_io_pct 0.2

create_clock -name clk0 -period $clk_period [get_ports {clk}]

set non_clock_inputs [all_inputs -no_clocks]
set_input_delay [expr $clk_period * $clk_io_pct] -clock clk0 $non_clock_inputs
set_output_delay [expr $clk_period * $clk_io_pct] -clock clk0 [all_outputs]

==> tab_implementation.tex <==
% Implementation results table
\begin{tabular}{lr}
\hline
Metric & Value \\
\hline
\multicolumn{2}{l}{\textbf{Run status}} \\
Outcome & complete, no violations \\
\multicolumn{2}{l}{\textbf{Global route}} \\
Total congestion overflow & 0 \\
First-pass GRT wire length & 4030 µm \\
GRT Overall Usage & 4.56\% \\
Antenna violations before repair & 0 \\
Via count of the first global-routing pass & 854 \\
Maximum number of pins on one net before global-route repair & 17 \\
\multicolumn{2}{l}{\textbf{Clocking}} \\
Number of buffers created by CTS & 3 \\
CTS root buf & sky130\_fd\_sc\_hd\_\_clkbuf\_8 \\
CTS tree & done \\
Post-CTS Resized & 0 \\
Clk slew on worst S/H paths & 0.10 ns \\
Hold Buf Count CTS & 0 \\
Setup fix buffers added after clock tree synthesis & 0 \\
Number of buffers on the longest clock path & 2 \\
Clk ins delay skew pair & 0.28 ns \\
H-Tree Depth & 1 \\
Clock sink total & 28 \\
\multicolumn{2}{l}{\textbf{Placement}} \\
Post-detailed-placement cell area & 1370 µm² \\
Buffers on Ports & 1 \\
Placer's final routability congestion estimate & 0.850 \\
Detailed placement HPWL & 1610 µm \\
\multicolumn{2}{l}{\textbf{Min path}} \\
Hold Crit Endpoint & counter[0]\$\_SDFF\_PN0\_ \\
Hold/Removal Path Class & reg2reg \\
Hold path start & counter[0]\$\_SDFF\_PN0\_ \\
Worst hold path depth & 1 \\
\multicolumn{2}{l}{\textbf{Yosys}} \\
MUX share of area & 0\% \\
Async set or reset register ratio after synthesis & 0\% \\
Post-synthesis share of cell area spent on xor and xnor gates & 9.56\% \\
Synth warnings & 1 \\
Count of distinct cell types in the synthesized netlist & 32 \\
Most used DFF post-synth & sky130\_fd\_sc\_hd\_\_dfxtp\_1 \\
Area fraction in full adders, half adders and majority gates & 0.976\% \\
Count of flip-flops with a built-in enable after synthesis & 1 \\
Instance tally after logic synthesis & 138 \\
Mapped Area & 1280 µm² \\
Commonest cells in the netlist & 27 x sky130\_fd\_sc\_hd\_\_dfxtp\_1, 11 x sky130\_fd\_sc\_hd\_\_nand3\_1, 9 x sky130\_fd\_sc\_hd\_\_nand2\_1, 9 x sky130\_fd\_sc\_hd\_\_nor2\_1 \\
Cell total in the yosys stat output & 138 \\
Biggest area consumer among synthesized cells & sky130\_fd\_sc\_hd\_\_dfxtp\_1 \\
Area contributors post-synth & sky130\_fd\_sc\_hd\_\_dfxtp\_1 42\%, sky130\_fd\_sc\_hd\_\_xor2\_1 5.5\%, sky130\_fd\_sc\_hd\_\_nand3\_1 4.3\% \\
Yosys top cell area share & 42.1\% \\
YS chip area & 1280 µm² \\
Largest logic family & simple AND/OR/NAND/NOR gates \\
Synth Register Bits & 28 \\
Area share of and-or/or-and cells after synthesis & 10.8\% \\
Most common cell in the netlist & sky130\_fd\_sc\_hd\_\_dfxtp\_1 \\
Post-Synthesis Mean Instance Area & 9.29 µm² \\
Fraction of the mapped netlist area in simple logic gates & 31.2\% \\
Register area share after synthesis & 44.5\% \\
\multicolumn{2}{l}{\textbf{Drt}} \\
Final ANT Viol Nets & 0 \\
Iteration-0 DRC count of the detailed router & 90 \\
Via count of the routed design & 987 \\
Average detailed-routed wire length per instance & 10.9 µm \\
First-pass iteration count of the detailed router & 5 \\
Vias per Instance & 4.55 \\
Residual DRC count & 0 \\
Antenna fix cells & 0 \\
Total length of routed wires & 2360 µm \\
\multicolumn{2}{l}{\textbf{Final layout}} \\
Fraction of final layout cells with drive strength greater than 1 & 5.00\% \\
End-of-flow core utilization & 22.7\% \\
P\&R area growth vs syn & 12.4\% \\
Cell area after layout & 1440 µm² \\
\multicolumn{2}{l}{\textbf{Job}} \\
Total number of warnings across the stage logs & 25 \\
Count of max-cap constraint violations & 0 \\
\multicolumn{2}{l}{\textbf{Critical path}} \\
Crit start category & flip-flop \\
Worst setup EP type & flip-flop \\
Data required time at the worst endpoint & 3.34 ns \\
Critical Path Fanout Max & 13 \\
Depth of the most critical reg-to-reg path & 4 \\
Worst Path Arrival & 2.25 ns \\
Flop-to-flop setup slack & 1.10 ns \\
R2r startpoint & counter[24]\$\_SDFF\_PN0\_ \\
Terminus of the critical flop-to-flop path & counter[3]\$\_SDFF\_PN0\_ \\
Startpoint-to-endpoint class of the critical path & reg2reg \\
\multicolumn{2}{l}{\textbf{Power and ir drop}} \\
Power per Cell Area & 439 nW/µm² \\
Leakage component of the power & 0.535 nW \\
Design Power & 632 µW \\
VDD IR-drop max & 0.238 mV \\
\multicolumn{2}{l}{\textbf{Final timing}} \\
Total negative slack for setup checks & 0 ns \\
Top achievable clock speed & 0.476 GHz \\
Actual slew at the worst max-slew pin & 0.769 ns \\
Hold Fails Final Rpt & 0 \\
Max-slew headroom at the worst pin & 48.4\% \\
Min cycle time layout & 2.10 ns \\
RSZ-0062 raised after global routing & no \\
Layout Skew & 0.00614 ns \\
Count of pins over their slew limit & 0 \\
Setup violation total in the final timing report & 0 \\
Fraction of the cycle the final worst path needs & 65.6\% \\
\multicolumn{2}{l}{\textbf{Floorplan}} \\
Placeable core region & 6350 µm² \\
Height of the chip & 101 µm \\
Full die area & 10200 µm² \\
Pre-placement core utilization & 20.2\% \\
I/O pin count & 2 \\
Width of the die & 101 µm \\
Row Count & 29 \\
\hline
\end{tabular}
-- worst max-delay path, cell delays in order (launching register included) --
cell                      delay, ns
sky130_fd_sc_hd__dfxtp_1       0.34
sky130_fd_sc_hd__or3_1         0.38
sky130_fd_sc_hd__or4_4         0.54
sky130_fd_sc_hd__nor4_4        0.60
sky130_fd_sc_hd__nor2_1        0.12
-- layout by cell type, fill, tap and decap left out, types with 6 or more instances in the layout --
| master | Yosys | final |
|---|---|---|
| sky130_fd_sc_hd__xor2_1 | 8 | 8 |
| sky130_fd_sc_hd__nand3_1 | 11 | 11 |
| sky130_fd_sc_hd__nor2_1 | 9 | 9 |
| sky130_fd_sc_hd__a21oi_1 | 8 | 8 |
| sky130_fd_sc_hd__dfxtp_1 | 27 | 27 |
| sky130_fd_sc_hd__xnor2_1 | 6 | 6 |
| sky130_fd_sc_hd__nand2_1 | 9 | 9 |
-- routing by layer --
| metal | part of all wire [%] | up-vias | global-route usage [%] |
|---|---|---|---|
| li1 | - | 517 | - |
| met1 | 54 | 450 | 7.02 |
| met2 | 42 | 18 | 6.58 |
| met3 | 3.8 | 2 | 0.970 |
| met4 | 0.25 | 0 | 0.429 |
| met5 | 0 | - | 0 |
-- report_power, final --
part	switching (mW)	internal [mW]
sequential	0	0.350
clock	0.115	0.168
combinational	0	0
-- how the worst max path moves through the flow --
| stage | start | end | slack [ns] | cells past startpoint |
|---|---|---|---|---|
| CTS | counter[24]$_SDFF_PN0_ | counter[3]$_SDFF_PN0_ | 1.07 | 4 |
| global route | counter[6]$_SDFF_PN0_ | counter[23]$_SDFF_PN0_ | 0.99 | 4 |
| finish | counter[24]$_SDFF_PN0_ | counter[3]$_SDFF_PN0_ | 1.10 | 4 |
-- kinds of logic (layout without fill, tap and decap cells) --
logic type,Yosys count,count (layout)
and+or+nand+nor,64,64
DFF,28,28
AOI/OAI and AO/OA,23,23
xor gates and xnor gates,14,14
buffers and inverters,8,10
adders and majority gates,1,1
-- cell type report --
cell class	instances	area (µm²)
well taps	77	96.3
inverters	5	18.8
repair buffers	1	10.0
fillers	658	4910
flip-flops and latches	28	571
clock inverters	1	30.0
multi-input cells	102	674
clock buffers	3	41.3
-- registers in the layout (all words and copies together) (netlist names) --
register and count:
pulse 1, counter 27
-- metrics by stage --
| stage | std cells | hold slack (ns) | setup slack (ns) |
|---|---|---|---|
| after floorplan | 138 | 0.411 | 1.47 |
| after global placement | 213 | 0.422 | 1.12 |
| after detailed placement | 213 | 0.437 | 1.10 |
| after CTS | 217 | 0.452 | 1.07 |
| after global routing | 217 | 0.489 | 0.988 |
| final | 217 | 0.448 | 1.10 |
Power figures rest on the tool's default switching activity, not on a simulated workload.

--- config.mk ---
export PLATFORM = sky130hd
export DESIGN_NAME = mojo_top
export DESIGN_NICKNAME = mojo_top
export VERILOG_FILES = /design/flow/design.v
export SDC_FILE = /design/flow/constraint.sdc
export NUM_CORES = 4
export LEC_CHECK = 1
export CORE_UTILIZATION = 40
--- constraint.sdc ---
current_design mojo_top

set clk_period 7.5
set clk_io_pct 0.2

create_clock -name clk0 -period $clk_period [get_ports {clk}]

set non_clock_inputs [all_inputs -no_clocks]
set_input_delay [expr $clk_period * $clk_io_pct] -clock clk0 $non_clock_inputs
set_output_delay [expr $clk_period * $clk_io_pct] -clock clk0 [all_outputs]
--- design.v ---
`timescale 1ns / 1ps
module pinger(
	 input clk,
	 input rst, 
	 output trig,
	 input echo,
	 output ledt, 
	 output lede
    );
	reg [32:0] counter = 32'b0;
	reg [32:0] counter_echo = 32'b0;
	reg [32:0] distance = 36000;
	reg trig_ = 1'b0; 
	reg tsig = 1'b0; 
	reg esig = 1'b0; 
	assign lede = esig; 
	assign ledt = tsig;
	assign trig = trig_; 
	always @(posedge clk) begin
		if(counter <= 500) 
			trig_ <= 1'b1;
		else 
			trig_ <= 1'b0;
		if(echo) begin
			esig <= 1'b1;
			counter_echo <= counter_echo + 1; 
		end
		else begin
			esig <= 1'b0;
			if(counter_echo) begin
				if(rst) 
					distance = (counter_echo + 100);
				if( counter_echo < distance )
					tsig <= 1'b1;
				else 
					tsig <= 1'b0;
			end
		end
		if(counter == (3000000) / 2) begin 
			trig_ <= 1'b0;
			esig <= 1'b0;
			tsig <= 1'b0;
			counter <= 1'b0;
			counter_echo <= 1'b0; 
		end
		else 
			counter <= counter + 1; 
	end
endmodule
	module mojo_top(
    input clk,
    input rst_n,
    input cclk,
    output[7:0]led,
    output spi_miso,
    input spi_ss,
    input spi_mosi,
    input spi_sck,
    output [3:0] spi_channel,
    input avr_tx,  
    output avr_rx,  
    input avr_rx_busy,  
	 output trig, 
	 input echo
    );
  wire rst = ~rst_n;  
  assign spi_miso = 1'bz;
  assign avr_rx = 1'bz;
  assign spi_channel = 4'bzzzz;
  assign led[6:1] = 7'b0;
  pinger pinger (
	.clk(clk),
	.rst(rst),
	.trig(trig),
	.echo(echo),
	.ledt(led[0]), 
	.lede(led[7])
  );
endmodule
--- run.sh ---
#!/bin/bash
# OpenROAD 26Q1-2900-gdf79404cd8, Yosys 0.63+post, stock flow scripts
make -C /OpenROAD-flow-scripts/flow DESIGN_CONFIG=/design/flow/config.mk WORK_HOME=/design/flow/orfs finish
==> results.json <==
{
  "cp_top_family": "simple AND/OR/NAND/NOR gates",
  "finalCriticalPeriod_ns": 3.92,
  "fin_crit_sh_pct": 52.2,
  "hold_start": "pinger.tsig",
  "cts-buffers-inserted": 9,
  "final_instance_area_um2": 6320,
  "fillers": 1330,
  "grt_setup_unrepaired": "false",
  "fp-utilization_pct": 41.6,
  "worst_reg2reg_path_endpoint": "pinger.tsig",
  "postSynthCellCount": 668,
  "syn2layout_area_growth_pct": 7.20,
  "setup_viol_count_final": 0,
  "synth-edff-count": 33,
  "yosys_chip_area_um2": 5890,
  "layout.cells.most_common_list": "sky130_fd_sc_hd__nand2_1, sky130_fd_sc_hd__dfxtp_1, sky130_fd_sc_hd__nor2_1",
  "ys_seq_share_pct": 40.3,
  "number_of_clock_sinks_seen_by_cts": 102,
  "port-buffer-count": 5,
  "grt_pass1_wl_um": 19800,
  "detail_route.iter0.violations": 236,
  "max_stage_delay_ns": 0.54,
  "maxCapViolations": 0,
  "setup_tns_ns": 0,
  "deepest_level_of_the_cts_h_tree": 3,
  "cts.repair.resized": 0,
  "ys.warnings.count": 4,
  "grt-ovfl-total": 0,
  "power.leakage_nw": 2.47,
  "timing_worst_setup_path_type": "reg2reg",
  "core_um2": 14100,
  "cp_num_cells": 14,
  "yosysUniqueCellTypes": 48,
  "clock_tree_from_tritoncts": "done",
  "cell_total_in_the_yosys_stat_output": 668,
  "ir_worst_vdd_v": 0.000130,
  "p_int_w": 0.00105,
  "detailed_place_hpwl_um": 8000,
  "worst_pin_slew_ns": 0.793,
  "outcome": "finished, final reports clean",
  "mappedNetlistArea_um2": 5890,
  "arr_time_crit_path_ns": 4.20,
  "drt_first_pass_iters": 5,
  "core.rowCount": 43,
  "cts_hold_buf": 0,
  "via_count": 4366,
  "first_global_vias": 4042,
  "fp.dieArea_um2": 15200,
  "required_ns": 7.78,
  "postPlaceCellArea_um2": 5970,
  "synth_area_per_cell_um2": 8.82,
  "combPwrFrac_pct": 17.6,
  "warning_count": 34,
  "timing_hold_violations_final": 0,
  "max-slew-margin-rel_pct": 46.8,
  "drive_above_1_share_pct": 4.58,
  "power.share.clock_pct": 36.3,
  "layout.cells.most_common": "sky130_fd_sc_hd__nand2_1",
  "worst_r2r_startpoint": "pinger.counter_echo[3]",
  "grt.total_usage_pct": 16.9,
  "die_w_um": 123,
  "finalWeightedCongestion": 0.885,
  "largest_clock_skew_in_the_final_design_ns": 0.0107,
  "seqPwrFrac_pct": 46.1,
  "maxSlewViolCount": 0,
  "r2r_slack_ns": 3.58,
  "maximum_number_of_pins_on_one_net_before_global_route_repair": 76,
  "ff_type": "sky130_fd_sc_hd__dfxtp_1",
  "path_cells": "ha_1 -> a211o_1 -> or4b_4 -> nor3_4 -> nand2_1 -> xor2_1 -> o21a_1 -> ha_1 -> nand4_1 -> nor2_1 -> a221oi_1 -> nand3_1 -> a211o_1 -> a21oi_1",
  "fmaxAchievable_ghz": 0.255,
  "holdPathStages": 2,
  "worst_setup_path_end_kind": "flip-flop",
  "routed_wire_length_per_instance_um": 13.8,
  "worst_path_max_delay_cell": "sky130_fd_sc_hd__dfxtp_1",
  "max-clock-path-buffers": 2,
  "clk-insertion-delay-late_ns": 0.36,
  "switching_power_w": 0.000397,
  "antenna_violations_before_repair": 0,
  "asyncSetResetFlopFracSynth_pct": 0,
  "ios": 24,
  "drt-vias-per-instance": 5.23,
  "drc_markers": 0,
  "power.density_cell_area_nw_per_um2": 229,
  "dieHeight_um": 123,
  "reg2regPathDepth": 14,
  "synth_flops": 102,
  "holdCritPathClass": "reg2reg",
  "detail-route-antenna-nets": 0,
  "switching_share_of_power_pct": 27.4,
  "clk_pin_slew_worst_paths_ns": 0.07,
  "route.final.wire_length_um": 11500,
  "whs_endpoint": "pinger.tsig",
  "setup.worst_path.start_class": "flip-flop",
  "postCtsSetupBuffers": 0,
  "cts_root_buffer": "sky130_fd_sc_hd__clkbuf_16",
  "antenna-diode-count": 0,
  "worstPathMaxFanout": 9,
  "path_buffers": 0
}
==> worst max path at each step <==
stage / from / to / slack [ns]
4_1_cts: pinger.counter_echo[3] / pinger.tsig / 3.54
5_1_grt: pinger.counter_echo[3] / pinger.tsig / 3.30
6_report: pinger.counter_echo[3] / pinger.tsig / 3.58
==> worst reg2reg max path: stages, from the launching register on <==
cell and delay (ns):
sky130_fd_sc_hd__dfxtp_1 0.54, sky130_fd_sc_hd__ha_1 0.31, sky130_fd_sc_hd__a211o_1 0.23, sky130_fd_sc_hd__or4b_4 0.54, sky130_fd_sc_hd__nor3_4 0.30, sky130_fd_sc_hd__nand2_1 0.11
sky130_fd_sc_hd__xor2_1 0.16, sky130_fd_sc_hd__o21a_1 0.18, sky130_fd_sc_hd__ha_1 0.29, sky130_fd_sc_hd__nand4_1 0.18, sky130_fd_sc_hd__nor2_1 0.07, sky130_fd_sc_hd__a221oi_1 0.43
sky130_fd_sc_hd__nand3_1 0.12, sky130_fd_sc_hd__a211o_1 0.29, sky130_fd_sc_hd__a21oi_1 0.11
==> final cells by class <==
class | count | area (µm²) | area share, %
inverters | 34 | 128 | 2.02
clock inverters | 4 | 46.3 | 0.733
repair buffers | 8 | 67.6 | 1.07
multi-input cells | 495 | 3180 | 50.3
flip-flops and latches | 102 | 2370 | 37.6
clock buffers | 12 | 300 | 4.75
well taps | 180 | 225 | 3.57
==> cell usage after synthesis (2+ instances only) <==
library cell / instances / area [µm²]
sky130_fd_sc_hd__buf_1: 2 / 7.51
sky130_fd_sc_hd__o21ai_1: 2 / 10.0
sky130_fd_sc_hd__a311oi_1: 2 / 17.5
sky130_fd_sc_hd__nor2b_1: 5 / 31.3
sky130_fd_sc_hd__a31oi_1: 2 / 12.5
sky130_fd_sc_hd__mux2_2: 2 / 22.5
sky130_fd_sc_hd__xor2_1: 40 / 350
sky130_fd_sc_hd__and3_1: 13 / 81.3
sky130_fd_sc_hd__a21oi_1: 20 / 100
sky130_fd_sc_hd__ha_1: 38 / 475
sky130_fd_sc_hd__a211o_1: 2 / 17.5
sky130_fd_sc_hd__nor2_1: 68 / 255
sky130_fd_sc_hd__xnor2_1: 48 / 420
sky130_fd_sc_hd__and2_1: 2 / 12.5
sky130_fd_sc_hd__buf_4: 16 / 120
sky130_fd_sc_hd__nor3_1: 12 / 60.1
sky130_fd_sc_hd__and4_1: 3 / 26.3
sky130_fd_sc_hd__nand3_1: 28 / 140
sky130_fd_sc_hd__buf_2: 11 / 55.1
sky130_fd_sc_hd__edfxtp_1: 33 / 991
sky130_fd_sc_hd__o21a_1: 24 / 180
sky130_fd_sc_hd__clkbuf_2: 3 / 15.0
sky130_fd_sc_hd__a221oi_1: 2 / 17.5
sky130_fd_sc_hd__nor4_2: 2 / 25.0
sky130_fd_sc_hd__o21ai_0: 19 / 95.1
sky130_fd_sc_hd__nand2_1: 85 / 319
sky130_fd_sc_hd__inv_1: 34 / 128
sky130_fd_sc_hd__nor4_1: 19 / 119
sky130_fd_sc_hd__a211oi_1: 2 / 15.0
sky130_fd_sc_hd__clkbuf_1: 16 / 60.1
sky130_fd_sc_hd__dfxtp_1: 69 / 1380
sky130_fd_sc_hd__nand4_1: 28 / 175
==> through the flow <==
stage	utilization [%]	worst slack (ns)	cells	hold WS, ns	power [W]
5_1_grt	44.6	3.30	835	0.476	0.00153
6_report	44.6	3.58	835	0.459	0.00145
2_1_floorplan	-	3.98	679	0.435	0.000881
4_1_cts	44.6	3.54	835	0.459	0.00146
3_3_place_gp	42.2	3.40	819	0.453	0.000929
3_5_place_dp	42.2	3.42	819	0.450	0.000935
==> cells by family after synthesis <==
group | after synthesis | synth area share (%)
multiplexers | 3 | 0.552
XOR/XNOR | 88 | 13.1
AND-OR/OR-AND | 79 | 8.47
buffers and inverters | 82 | 6.54
adder cells (fa/ha/maj) | 38 | 8.07
flip-flops | 102 | 40.3
AND/OR/NAND/NOR | 275 | 23.0
other | 1 | 0.0636
==> power by group through the flow <==
stage                 Sequential (W)  Clock [W]  Combinational [W]
after CTS                   0.000668   0.000538           0.000256
after global routing        0.000675   0.000559           0.000297
final                       0.000668   0.000525           0.000255
==> layer usage <==
metal / vias to the layer above / part of all wire (%) / global-route usage (%)
met1: 2030 / 51 / 26.4
met4: 0 / 1.4 / 1.96
met2: 81 / 44 / 25.8
li1: 2244 / - / -
met5: - / 0 / 0
met3: 11 / 4.1 / 3.06
==> flip-flops by register name (all words and copies together), names as in the netlist <==
register and cells:
pinger.distance 33, pinger.tsig 1, pinger.esig 1, pinger.counter 33
pinger.trig_ 1, pinger.counter_echo 33
Power figures rest on the tool's default switching activity, not on a simulated workload.
